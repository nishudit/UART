**/design/flow/constraint.sdc**
```tcl
current_design UART_RX

set clk_period 3.5
set clk_io_pct 0.2

create_clock -name clk0 -period $clk_period [get_ports {iclk}]

set non_clock_inputs [all_inputs -no_clocks]
set_input_delay [expr $clk_period * $clk_io_pct] -clock clk0 $non_clock_inputs
set_output_delay [expr $clk_period * $clk_io_pct] -clock clk0 [all_outputs]
```
**/design/flow/run.sh**
```bash
#!/bin/bash
# OpenROAD 26Q1-2900-gdf79404cd8, Yosys 0.63+post, stock flow scripts
make -C /OpenROAD-flow-scripts/flow DESIGN_CONFIG=/design/flow/config.mk WORK_HOME=/design/flow/orfs finish
```
**/design/flow/design.v**
```verilog
module UART_RX
  #(parameter CLKS_PER_BIT = 217)
  (
   input        iclk,
   input        rxSerial,
   output       rxDataValid,
   output [7:0] rxByte
   );
  parameter IDLE         = 3'b000;
  parameter RX_START_BIT = 3'b001;
  parameter RX_DATA_BITS = 3'b010;
  parameter RX_STOP_BIT  = 3'b011;
  parameter CLEANUP      = 3'b100;
  reg [7:0] r_Clock_Count = 0;
  reg [2:0] r_Bit_Index   = 0;
  reg [7:0] r_RX_Byte     = 0;
  reg       r_RX_DV       = 0;
  reg [2:0] r_SM_Main     = 0;
  always @(posedge iclk)
  begin
    case (r_SM_Main)
      IDLE :
        begin
          r_RX_DV       <= 1'b0;
          r_Clock_Count <= 0;
          r_Bit_Index   <= 0;
          if (rxSerial == 1'b0)
            r_SM_Main <= RX_START_BIT;
          else
            r_SM_Main <= IDLE;
        end
      RX_START_BIT :
        begin
          if (r_Clock_Count == (CLKS_PER_BIT-1)/2)
          begin
            if (rxSerial == 1'b0)
            begin
              r_Clock_Count <= 0;
              r_SM_Main     <= RX_DATA_BITS;
            end
            else
              r_SM_Main <= IDLE;
          end
          else
          begin
            r_Clock_Count <= r_Clock_Count + 1;
            r_SM_Main     <= RX_START_BIT;
          end
        end
      RX_DATA_BITS :
        begin
          if (r_Clock_Count < CLKS_PER_BIT-1)
          begin
            r_Clock_Count <= r_Clock_Count + 1;
            r_SM_Main     <= RX_DATA_BITS;
          end
          else
          begin
            r_Clock_Count          <= 0;
            r_RX_Byte[r_Bit_Index] <= rxSerial;
            if (r_Bit_Index < 7)
            begin
              r_Bit_Index <= r_Bit_Index + 1;
              r_SM_Main   <= RX_DATA_BITS;
            end
            else
            begin
              r_Bit_Index <= 0;
              r_SM_Main   <= RX_STOP_BIT;
            end
          end
        end
      RX_STOP_BIT :
        begin
          if (r_Clock_Count < CLKS_PER_BIT-1)
          begin
            r_Clock_Count <= r_Clock_Count + 1;
     	    r_SM_Main     <= RX_STOP_BIT;
          end
          else
          begin
       	    r_RX_DV       <= 1'b1;
            r_Clock_Count <= 0;
            r_SM_Main     <= CLEANUP;
          end
        end
      CLEANUP :
        begin
          r_SM_Main <= IDLE;
          r_RX_DV   <= 1'b0;
        end
      default :
        r_SM_Main <= IDLE;
    endcase
  end    
  assign rxDataValid   = r_RX_DV;
  assign rxByte = r_RX_Byte;
endmodule
```
**/design/flow/config.mk**
```make
export PLATFORM = sky130hd
export DESIGN_NAME = UART_RX
export DESIGN_NICKNAME = UART_RX
export VERILOG_FILES = /design/flow/design.v
export SDC_FILE = /design/flow/constraint.sdc
export NUM_CORES = 4
export LEC_CHECK = 1
export CORE_UTILIZATION = 30
```
==> flow_summary.ini <==
; synthesis and place-and-route metrics
[outcome]
outcome = completed

[setup_path]
rrSetupSlack_ns = 1.40
crit_path_start_kind = flop
critPathKind = reg2reg
timing.rr.start = r_Bit_Index[0]
path_cells = inv_1 > ha_1 > xor2_1 > nor4b_1 > mux2_2
critPathLaunch = r_Bit_Index[0]
r2r_end = r_RX_Byte[2]
cp_max_fo = 13
slowest_stage = edfxtp_1
r2r.worst_path.cells = 5
critical_path.top_delay_family = flip-flops
cp.required_ns = 3.52
path_buffers = 1
end_kind = flop
slowest_delay_ns = 0.60
arrival_ns = 2.12

[route]
diodes = 0
wl_per_cell_um = 12.95
drc_errors = 0
ant_nets = 0
drt-vias-per-instance = 5.201
first_pass_iters = 4
first_iter_violations = 45
num_vias = 931
wirelength_mm = 2.318

[sta]
final-setup-viol-count = 0
slew_viol_final = 0
fmax_ghz = 0.4764
hold_viol_final = 0
slew_headroom = 0.4106
min_period_ns = 2.099
setup-tns-final_ns = 0
grt_setup_unrepaired = false
worstMarginPinSlew_ns = 0.8800
clock-skew-final_ns = 0.001955
finalCritPeriodShare = 0.5997

[logic_synthesis]
ys_seq_frac = 0.5033
synth_flops = 23
syn_area_per_cell_um2 = 11.03
edf_count = 20
top_area_frac = 0.4576
top_cells_by_area = edfxtp_1, ha_1, dfxtp_1
synthDistinctLibCells = 35
async_flop_share = 0
yosys_warnings = 1
syn_area_mm2 = 0.001313
synthCells = 119
yosysTopAreaCell = edfxtp_1
synth_chip_area_mm2 = 0.001313
ff_type = edfxtp_1
ys_cells = 119

[power_and_ir_drop]
clockPowerShare = 0.358
swShare = 0.1908
switchingPower_uw = 88.25
comb_power_share = 0.008
internal_power_uw = 374.2
ir_worst_vdd_v = 0.0001848
p_per_area_mw_per_mm2 = 307.2
power.leakage_uw = 0.0005032
p_seq_frac = 0.634

[die]
row_count = 23
fp_util = 0.3212
dieArea_mm2 = 0.004644
die_h_um = 68.15
ios = 11
dieWidth_um = 68.15
coreArea_mm2 = 0.004086

[grt]
grt_max_degree = 15
grt_pass1_wl_mm = 3.850
overflow = 0
grt_usage = 0.1129
grt_pass1_vias = 870
antenna_found_initial = 0

[layout]
lay_top_count = edfxtp_1
comb_area_um2 = 609.3
regArea_um2 = 660.6
utilization = 0.3683
layout_top_cells = edfxtp_1, clkdlybuf4s50_1, nand2_1, nor2_1, inv_1
drive_above_1_share = 0.1240
num-fill-cells = 383
area_growth_pct = 14.68

[worst_hold_path]
holdPathEnd = r_RX_Byte[7]
whs_path_depth = 1
hp-start = r_RX_Byte[7]
hold_path.class = reg2reg

[cts]
cts_buffers = 3
path_clk_slew_ns = 0.08
cts_tree = yes
clockBufferDepth = 2
cts_root_buffer = clkbuf_8
cts_hold_buf = 0
cts_resized = 0
htreeDepth = 1
clkLatencyLatePin_ns = 0.26
tritoncts_num_sinks = 23
postCtsSetupBuffers = 0

[flow_run]
openroad.warnings = 29
maxCapViolations = 0

[placed_design]
globalplace.congestion = 0.7823
port_buffers = 10
hpwl_mm = 1.677
synth_stat cells, types with 4 or more instances:
master,number
o2bb2ai_1,4
nand2_1,9
ha_1,6
edfxtp_1,20
mux2_2,4
nand3_1,6
inv_1,7
a211oi_1,5
nor2_1,9
state kept, by name (all words and copies together), names as in the netlist:
signal / cells
r_RX_Byte: 8
r_RX_DV: 1
r_SM_Main: 3
r_Clock_Count: 8
r_Bit_Index: 3
through the flow:
stage	std cells	power [uW]	worst slack, ns	area [um^2]	hold WS (ns)
global placement	175	303.0	1.182	1459	0.5472
finish	179	462.4	1.401	1505	0.5732
global route	179	481.9	1.205	1505	0.6017
detailed placement	175	303.1	1.131	1459	0.5508
floorplan	119	301.6	1.445	1313	0.5032
CTS	179	469.7	1.408	1505	0.5775
how the worst max path moves through the flow:
stage | end | cells past startpoint
6_report | r_RX_Byte[2] | 5
5_1_grt | r_RX_Byte[4] | 5
4_1_cts | r_Clock_Count[2] | 5
cell families after synthesis:
logic type	synth area share
AND/OR/NAND/NOR	0.1887
AND-OR/OR-AND	0.1506
flip-flops	0.5033
buffers and inverters	0.03241
adder cells (fa/ha/maj)	0.05720
XOR/XNOR	0.03337
multiplexers	0.03432
power by group through the flow:
stage	Sequential [uW]	Combinational [uW]	Clock (uW)
after CTS	293	3.62	173
after global routing	293	4.09	185
final	293	3.55	166
area by class of cell:
| class | instances | share of cell area |
|---|---|---|
| Clock buffer | 3 | 0.02743 |
| Clock inverter | 1 | 0.003325 |
| Inverter | 7 | 0.01746 |
| Multi-Input combinational cell | 85 | 0.4048 |
| Sequential cell | 23 | 0.4389 |
| Tap cell | 50 | 0.04156 |
| Timing Repair Buffer | 10 | 0.06650 |
per-layer routing:
metal | wire, um | vias to the layer above | track usage
li1 | - | 472 | -
met1 | 1113 | 437 | 0.1587
met2 | 1072 | 20 | 0.1814
met5 | 0 | - | 0
met4 | 10 | 0 | 0.007813
met3 | 122 | 2 | 0.03716
Power figures rest on the tool's default switching activity, not on a simulated workload.
